$ cat flow/design.v
(* top =  1  *)
(* src = "four_bit_comp.v:1.1-15.10" *)
module four_bit_comp(a, b, equal, greater, less);
  wire _00_;
  wire _01_;
  wire _02_;
  wire _03_;
  wire _04_;
  wire _05_;
  wire _06_;
  wire _07_;
  wire _08_;
  wire _09_;
  wire _10_;
  wire _11_;
  wire _12_;
  wire _13_;
  wire _14_;
  (* src = "four_bit_comp.v:3.18-3.19" *)
  input [3:0] a;
  wire [3:0] a;
  (* src = "four_bit_comp.v:4.18-4.19" *)
  input [3:0] b;
  wire [3:0] b;
  (* src = "four_bit_comp.v:5.13-5.18" *)
  output equal;
  wire equal;
  (* src = "four_bit_comp.v:6.13-6.20" *)
  output greater;
  wire greater;
  (* src = "four_bit_comp.v:7.13-7.17" *)
  output less;
  wire less;
  assign _00_ = ~(a[0] ^ b[0]);
  assign _01_ = ~(a[1] ^ b[1]);
  assign _02_ = _01_ & _00_;
  assign _03_ = ~(a[3] ^ b[3]);
  assign _04_ = a[2] ^ b[2];
  assign _05_ = _04_ | ~(_03_);
  assign equal = _02_ & ~(_05_);
  assign _06_ = b[3] | ~(a[3]);
  assign _07_ = b[2] | ~(a[2]);
  assign _08_ = _03_ & ~(_07_);
  assign _09_ = _06_ & ~(_08_);
  assign _10_ = b[1] | ~(a[1]);
  assign _11_ = b[0] & ~(a[0]);
  assign _12_ = _01_ & ~(_11_);
  assign _13_ = _10_ & ~(_12_);
  assign _14_ = ~(_13_ | _05_);
  assign less = _09_ & ~(_14_);
  assign greater = ~(less | equal);
endmodule
$ cat flow/run.sh
#!/bin/bash
# OpenROAD 26Q1-2900-gdf79404cd8, Yosys 0.63+post, stock flow scripts
make -C /OpenROAD-flow-scripts/flow DESIGN_CONFIG=/design/flow/config.mk WORK_HOME=/design/flow/orfs finish
$ cat flow/config.mk
export PLATFORM = sky130hd
export DESIGN_NAME = four_bit_comp
export DESIGN_NICKNAME = four_bit_comp
export VERILOG_FILES = /design/flow/design.v
export SDC_FILE = /design/flow/constraint.sdc
export NUM_CORES = 4
export LEC_CHECK = 1
export CORE_AREA = 10 10 70 70
export DIE_AREA = 0 0 80 80
$ cat flow/constraint.sdc
current_design four_bit_comp

set clk_period 1.8
set clk_io_pct 0.2

create_clock -name clk0 -period $clk_period

set non_clock_inputs [all_inputs -no_clocks]
set_input_delay [expr $clk_period * $clk_io_pct] -clock clk0 $non_clock_inputs
set_output_delay [expr $clk_period * $clk_io_pct] -clock clk0 [all_outputs]
==> results.json <==
{
  "status": "completed",
  "relSlewSlack_pct": 91.33,
  "ys_cells": 14,
  "vdd_ir_drop_max_mv": 0.01907,
  "met3_usage_pct": 0.2273,
  "synth_area_um2": 110.1,
  "syn-instance-count": 14,
  "pre_cts_ws_ns": -0.5740,
  "ys_types": 7,
  "timing.final.ws_setup_ns": 0.09018,
  "simple_gate_share_pct": 20.45,
  "rows": 21,
  "antenna-diode-count": 0,
  "yosysSeqAreaShare_pct": 0,
  "required_ns": 1.44,
  "cp-end-kind": "output port",
  "cap_violations": 0,
  "aoi_share_pct": 20.45,
  "grt_overflow": 0,
  "yosysWarnings": 0,
  "fa_ha_area_share_pct": 45.45,
  "drc_errors": 0,
  "vias_per_cell": 2.000,
  "fin_area_um2": 301.5,
  "grt_max_degree": 4,
  "flop_area_um2": 0,
  "startpoint_type": "input port",
  "die_x_um": 80,
  "yosys_area_um2": 110.1,
  "antenna_found_initial": 0,
  "post-route-period-util_pct": 94.99,
  "grt_pass1_wl_um": 641,
  "grt.busiest_layer": "met2",
  "drt_iter0_drc": 0,
  "finalCriticalPeriod_ns": 1.710,
  "grt_pass1_vias": 130,
  "fp_util_pct": 3.223,
  "gr-usage-met1_pct": 1.648,
  "xor_share_pct": 0,
  "clock_buffer_count": 0,
  "setup_violations": 0,
  "finalPower_uw": 58.29,
  "worst_slew_pin_slew_ns": 0.1297,
  "top_area_cell": "ha_1",
  "rsz0062_at_grt": "no",
  "routed_wl_um": 453,
  "top_area_share_pct": 45.45,
  "crit_type": "in -> out",
  "p_leak_nw": 0.1294,
  "timing.setup.tns_ns": 0,
  "grtUsageMet2_pct": 2.247,
  "place_area_um2": 277.8,
  "routabilityCongestion": 0.7142,
  "avgSynthCellArea_um2": 7.865,
  "slew_violations": 0,
  "portBuffers": 11,
  "drt-wirelength-per-cell_um": 6.292,
  "dieArea_mm2": 0.006400,
  "track_usage_pct": 1.270,
  "area_growth_pct": 173.9,
  "hold_path_class": "in -> out",
  "detail-route-antenna-nets": 0,
  "core-area_mm2": 0.003416,
  "mux_share_pct": 0,
  "cp.arrival_ns": 1.35,
  "die_h_um": 80,
  "n_sequential_cell": 0,
  "power.density_mw_per_mm2": 193.3,
  "hold_violations": 0,
  "synthTopCellsByArea": "ha_1 (45%), inv_1 (14%), o211ai_2 (11%), a21oi_1 (9.1%), and4_2 (9.1%)",
  "io_pins": 11,
  "path_max_fanout": 2,
  "ctsHoldBuffers": 0,
  "synthTopLogicFamily": "adder cells",
  "firstDrtPassIters": 1,
  "maxClockFrequency_mhz": 584.9,
  "hold_depth": 5,
  "warnings": 32,
  "vias": 144,
  "drive_above_1_share_pct": 50.00
}
## layout by cell type, fill, tap and decap left out, drive strengths merged
cell,Yosys,final
dlygate4sd2,0,7
inv,4,4
o211ai,1,1
ha,4,4
clkdlybuf4s15,0,1
nor2b,1,1
a21oi,2,2
and2,1,1
buf,0,4
and4,1,1
## cells in the mapped netlist
| cell type | n |
|---|---|
| o211ai_2 | 1 |
| inv_1 | 4 |
| ha_1 | 4 |
| nor2b_1 | 1 |
| and4_2 | 1 |
| and2_1 | 1 |
| a21oi_1 | 2 |
## path summary, 6_finish.rpt
check	slack (ns)	to	startpoint
worst max-delay path	0.09	less	b[1]
worst min-delay path	1.34	greater	a[3]
## area by class of cell
cell class	count	area [um2]
fillers	406	3114
multi-input cells	10	135.1
repair buffers	12	93.84
well taps	46	57.56
inverters	4	15.01
## where the power goes
part	internal [mW]	total [mW]	switching [mW]
Sequential	0	0	0
Combinational	0.0373	0.0583	0.0210
Clock	0	0	0
Total	0.0373	0.0583	0.0210
## kinds of logic (layout without fill, tap and decap cells)
logic type,Yosys count,in the layout
AOI/OAI and AO/OA,3,3
adders and majority gates,4,4
buffers and inverters,4,16
and+or+nand+nor,3,3
## stage by stage
step,hold WS (ns),utilization (%),cells
after global placement,1.894,8.132,71
after floorplan,0.9643,-,14
after CTS,1.333,8.571,71
after global routing,1.406,8.828,72
final,1.335,8.828,72
after detailed placement,1.911,8.132,71
## per-layer routing
metal | share of wire [%] | up-vias
met4 | 0 | 0
li1 | - | 74
met3 | 8.6 | 0
met1 | 41 | 64
met5 | 0 | -
met2 | 51 | 6
## critical path, stage by stage
cell	delay, ns
dlygate4sd2_1	0.19
inv_1	0.04
ha_1	0.28
nor2b_4	0.13
o211ai_2	0.13
and2_1	0.14
buf_2	0.08
## timing repair
item,in CTS,in global routing
gates resized,26,1
hold endpoints to repair,0,0
setup buffers,0,1
endpoints found under the setup margin,3,2
pin swaps,6,3
Power figures rest on the tool's default switching activity, not on a simulated workload.
